$ cat design/flow/design.v
`timescale 1ns / 1ps
module AddrMultiplexer(
    input sw_cha0_sel3,
    input sw_cha0_sel2,
    input sw_cha0_sel1,
    input sw_cha0_sel0,
    input sw_cha1_sel3,
    input sw_cha1_sel2,
    input sw_cha1_sel1,
    input sw_cha1_sel0,
    input [3:0]select,
    output reg sel3,
    output reg sel2,
    output reg sel1,
    output reg sel0
    );
    always @( sw_cha0_sel3 or sw_cha0_sel2 or sw_cha0_sel1 or sw_cha0_sel0 or sw_cha1_sel3 or sw_cha1_sel2 or sw_cha1_sel1 or sw_cha1_sel0 or select )begin
        case( select )
            0 : begin
                sel3 = sw_cha0_sel3;
                sel2 = sw_cha0_sel2;
                sel1 = sw_cha0_sel1;
                sel0 = sw_cha0_sel0;
            end
            1 : begin
                sel3 = sw_cha1_sel3;
                sel2 = sw_cha1_sel2;
                sel1 = sw_cha1_sel1;
                sel0 = sw_cha1_sel0;
            end
        endcase
    end
endmodule
`timescale 1ns / 1ps
module ChaMultiplexer(
    input [7:0]resetVal,
    input [7:0]data0,
    input [7:0]data1,
    input [3:0]select,
    output reg [7:0] result
    );
    always @( resetVal or data0 or data1 or select )begin
        case( select )
            0 : result = resetVal;
            1 : result = data0;
            2 : result = data1;
        endcase
    end
endmodule
`timescale 1ns / 1ps
module DinMultiplexer(
    input [7:0]data,
    input [2:0]select,
    output reg result
    );
    always @( data or select )begin
        case( select )
            1 : result = data[0];
            2 : result = data[1];
            3 : result = data[2];
            4 : result = data[3];
            5 : result = data[4];
            6 : result = data[5];
            7 : result = data[6];
            0 : result = data[7];
        endcase
    end
endmodule
`timescale 1ns / 1ps
module Driver3(
    input clk_in,
    input bt_res,
    input sw_cha0_sel3,
    input sw_cha0_sel2,
    input sw_cha0_sel1,
    input sw_cha0_sel0,
    input sw_cha1_sel3,
    input sw_cha1_sel2,
    input sw_cha1_sel1,
    input sw_cha1_sel0,
    output resn,
    output enable, 
    output clk_out,
    output serial_din,
    output sel3,
    output sel2,
    output sel1,
    output sel0,
    output reg en_sig,
    output reg [31:0] cycleCounter,
    output reg count2,
    output reg [3:0] adrSelect,
    output reg [3:0] chaSelect,
    output reg [2:0] dinSelect,
    output reg [7:0] cha0Data,
    output reg [7:0] cha1Data,
    output [7:0] dinData,
    output reg res_sig,
    output reg res_started,
    output reg res_finished,
    output reg res_second
    );
    reg [31:0] cycle = 250;
    reg [7:0] chaNum = 2;
    reg [7:0] resetVal = 8'b11111111;
    reg [7:0] biVal1 = 8'b11111111;
    reg [7:0] biVal2 = 8'b11111110;
    assign resn = res_sig;
    assign enable = en_sig;
    assign clk_out = ~clk_in & (en_sig || res_started);
    AddrMultiplexer addrMux(.sw_cha0_sel3(sw_cha0_sel3),
                            .sw_cha0_sel2(sw_cha0_sel2),
                            .sw_cha0_sel1(sw_cha0_sel1),
                            .sw_cha0_sel0(sw_cha0_sel0),
                            .sw_cha1_sel3(sw_cha1_sel3),
                            .sw_cha1_sel2(sw_cha1_sel2),
                            .sw_cha1_sel1(sw_cha1_sel1),
                            .sw_cha1_sel0(sw_cha1_sel0),
                            .select(adrSelect),
                            .sel3(sel3),
                            .sel2(sel2),
                            .sel1(sel1),
                            .sel0(sel0)); 
    ChaMultiplexer chaMux(.resetVal(resetVal),
                            .data0(cha0Data),
                            .data1(cha1Data),
                            .select(chaSelect),
                            .result(dinData));
    DinMultiplexer dinMux(.data(dinData),
                        .select(dinSelect),
                        .result(serial_din));
    initial begin
        en_sig = 1;
        cycleCounter = 1;
        count2 = 1;
        adrSelect = 0;
        dinSelect = 1;
        chaSelect = 1;
        cha0Data = biVal1;
        cha1Data = biVal2;
        res_sig = 1;
        res_started = 0;
        res_finished = 0;
        res_second = 0;
    end
    always@(posedge clk_in) begin
        if(bt_res == 0 && res_started == 0 && res_finished == 0) begin
            res_sig <= 0;
            res_started <= 1;
            res_finished <= 0;
            res_second <= 0;
            dinSelect <= 0;
            chaSelect <= 0;
            en_sig <= 0;
        end 
        else if(res_sig == 0 && res_started == 1 && res_finished == 0) begin
            res_sig <= 1;
            res_started <= 1;
            res_finished <= 0;
            res_second <= 0;
            dinSelect <= dinSelect +1;
        end
        else if(dinSelect != 0 && res_started == 1 && res_finished == 0) begin
            dinSelect <= dinSelect +1;
        end
        else if(dinSelect == 0 && res_second == 0 && res_started == 1 && res_finished == 0) begin
            res_sig <= 1;
            res_started <= 1;
            res_finished <= 0;
            res_second <= 1;
            dinSelect <= dinSelect +1;
        end
        else if(dinSelect == 0 && res_second == 1 && res_started == 1 && res_finished == 0) begin
            res_sig <= 1;
            res_started <= 1;
            res_finished <= 1;
            res_second <= 0; 
        end
        else if(bt_res == 0 && res_started == 1 && res_finished == 1) begin
            res_sig <= 1;
            res_started <= 1;
            res_finished <= 1;
            res_second <= 0;
        end
        else if(bt_res == 1 && res_started == 1 && res_finished == 1) begin
            en_sig <= 1;
            cycleCounter <= 1;
            adrSelect <= 0;
            dinSelect <= 1;
            chaSelect <= 1;
            res_sig <= 1;
            res_started <= 0;
            res_finished <= 0;
            res_second <= 0;
        end
        else if(res_started == 0 && res_finished == 0 && dinSelect == 0 && cycleCounter < chaNum) begin
            adrSelect <= cycleCounter[3:0];
            chaSelect <= cycleCounter[3:0] +1;
            cycleCounter <= cycleCounter +1;
            dinSelect <= dinSelect +1;
        end
        else if(res_started == 0 && res_finished == 0 && dinSelect == 0 && cycleCounter != cycle && count2 == 0) begin
            adrSelect <= 0;
            chaSelect <= 1;
            cha0Data = biVal1;
            cha1Data = biVal2;
            cycleCounter <= cycleCounter +1;
            dinSelect <= dinSelect +1;
        end
        else if(res_started == 0 && res_finished == 0 && dinSelect == 0 && cycleCounter != cycle && count2 == 1) begin
            adrSelect <= 0;
            chaSelect <= 1;
            cha0Data = biVal2;
            cha1Data = biVal1;
            cycleCounter <= cycleCounter +1;
            dinSelect <= dinSelect +1;
        end
        else if(res_started == 0 && res_finished == 0 && dinSelect == 0 && cycleCounter == cycle) begin
            count2 <= ~count2;
            cycleCounter <= 1;
            dinSelect <= dinSelect +1;
        end
        else if(res_started == 0 && res_finished == 0) begin
            dinSelect <= dinSelect +1;
        end   
    end 
endmodule
$ cat design/flow/run.sh
#!/bin/bash
# OpenROAD 26Q1-2900-gdf79404cd8, Yosys 0.63+post, stock flow scripts
make -C /OpenROAD-flow-scripts/flow DESIGN_CONFIG=/design/flow/config.mk WORK_HOME=/design/flow/orfs finish
$ cat design/flow/config.mk
export PLATFORM = sky130hd
export DESIGN_NAME = Driver3
export DESIGN_NICKNAME = Driver3
export VERILOG_FILES = /design/flow/design.v
export SDC_FILE = /design/flow/constraint.sdc
export NUM_CORES = 4
export LEC_CHECK = 1
export CORE_UTILIZATION = 50
export SYNTH_HDL_FRONTEND = slang
$ cat design/flow/constraint.sdc
current_design Driver3

set clk_period 3.8
set clk_io_pct 0.2

create_clock -name clk0 -period $clk_period [get_ports {clk_in}]

set non_clock_inputs [all_inputs -no_clocks]
set_input_delay [expr $clk_period * $clk_io_pct] -clock clk0 $non_clock_inputs
set_output_delay [expr $clk_period * $clk_io_pct] -clock clk0 [all_outputs]
==> results.toml <==
# synthesis and place-and-route metrics
[outcome]
status = "finished, final reports clean"

[floorplanning]
die_y_microns = 79.8
chip_area_sq_um = 6360
core_sq_um = 5680
die_w_microns = 79.8
rows = 27
io_pins = 91
fp-utilization_pct = 53.3

[placement]
dpl.hpwl_microns = 4550
placed_area_sq_um = 3700
gp_congestion = 0.857
preCtsSetupSlack_ns = 0.618
io_buffers = 69

[final_timing]
fin_ws_ns = 0.364
rsz0062_at_grt = "no"
drv_slew = 0
finClkSkew_ns = 0.0119
max-slew-margin-rel_pct = 46.7
setup_viol = 0
final.setup.tns_ns = 0
unclocked_pins = 5
hold_violations = 0
untimed_endpoints = 10
tightest_slew_ns = 0.799

[logic_synthesis]
top_area_cell = "edfxtp_1"
async_reset_ff_share_pct = 0
yosys.cell_count.top_type = "nor2_1"
ys_types = 48
synth.cell_area_sq_um = 3020
top_cell_area_share_pct = 38.7
synthTopCellsByCount = "nor2_1 (42), edfxtp_1 (39), buf_4 (23)"
yosysCellCount = 301
netlist_instances = 301
synth-main-ff-cell = "edfxtp_1"
ys_ff = 56
avgSynthCellArea_sq_um = 10.0
yosysWarnings = 0
edf_count = 39
topCellsByArea = "edfxtp_1 (39%), dfxtp_1 (7.9%), buf_4 (5.7%)"
yosys_area_sq_um = 3020

[setup_path]
reg2reg_from = "cycleCounter[2]$_SDFFCE_PP0P_"
end_kind = "output port"
r2r_slack_ns = 1.09
reg2reg_depth = 5
crit_family = "buffers and inverters"
crit_end = "clk_out"
cp.required_ns = 3.04
path_cells = "clkbuf_8 > clkbuf_8 > nor2_1 > clkdlybuf4s50_1"
cp.depth = 4
cp_num_buf_inv = 3
cp.arrival_ns = 2.68
reg2reg_to = "cycleCounter[18]$_SDFFCE_PP0P_"
crit_path_start_kind = "clock port"
crit_slowest_cell = "clkdlybuf4s50_1"
cp-startpoint = "clk_in"
slowest_delay_ns = 0.46
path_max_fanout = 2
crit_path_frequent_cell = "clkbuf_8"
path_class = "clk2out"

[global_routing]
grt_usage_pct = 22.3
gr-total-overflow = 0
antenna_found_initial = 0
grt_pass1_vias = 2129
grt_pass1_wl_microns = 10400
grt_max_degree = 33

[drt]
diodes = 0
via_per_inst = 5.33
drt-wirelength-per-cell_microns = 14.5
antenna_left = 0
drtIter0Drc = 146
drt_wl_total_microns = 6450
drc = 0
vias = 2372
firstDrtPassIters = 4

[clock_tree]
cts_tree = "built"
cts_hold_buf = 0
clk_latency_ns = 0.41
cts_setup_buffers = 0
ctsResizeCount = 0
clk_pin_slew_ns = 0.09

[job]
tool_warnings = 33
maxCapViolations = 0

[power]
p_leak_nw = 1.36
p_per_area_nw_per_um2 = 531
ir_drop_v = 0.000305

[finish]
final_area_sq_um = 3830
area_growth_pct = 26.8
drive_gt1_share_pct = 7.24

[min_path]
hold_path_class = "reg2reg"
holdPathStages = 2
-- worst min-delay path by stage --
stage | startpoint | end
4_1_cts | dinSelect[1]$_SDFFE_PP0P_ | dinSelect[1]$_SDFFE_PP0P_
5_1_grt | res_sig$_SDFFE_PP0P_ | res_second$_SDFFE_PP0P_
6_report | dinSelect[1]$_SDFFE_PP0P_ | dinSelect[1]$_SDFFE_PP0P_
-- cells in the final DEF (no fill, tap or decap), types with 2 or more instances in the layout --
cell and count:
clkdlybuf4s50_1 69, nor2_1 41, edfxtp_1 39, conb_1 24, nand3_1 18, xnor2_1 16
nor4_1 15, nand2_1 14, inv_1 13, nor3_1 12, xor2_1 12, dfxtp_1 12
clkbuf_8 9, nand4_1 8, a21oi_1 8, ha_1 8, dlxtp_1 5, and4_1 4
or3_1 4, mux2_2 4, and3_1 4, o21ai_0 3, buf_4 3, a211oi_1 2
-- per-layer routing --
layer	track usage (%)	vias to the layer above	wire, microns
met2	30.2	94	2700
li1	-	1176	-
met5	0	-	0
met1	40.3	1093	3150
met4	3.39	0	106
met3	4.87	9	494
-- metrics by stage --
| step | hold slack [ns] | total power, mW | utilization, % | cells |
|---|---|---|---|---|
| global placement | 0.507 | 1.63 | 65.2 | 434 |
| floorplan | 0.465 | 1.27 | - | 323 |
| finish | 0.519 | 2.04 | 67.5 | 445 |
| CTS | 0.524 | 2.05 | 67.5 | 445 |
| global route | 0.556 | 2.17 | 67.5 | 445 |
| detailed placement | 0.508 | 1.64 | 65.2 | 434 |
-- cells by family (layout without fill, tap and decap cells) --
group | count (synthesis) | in the layout | synth area share [%]
AND/OR/NAND/NOR | 132 | 132 | 23.1
flip-flops | 51 | 51 | 46.7
buffers and inverters | 46 | 96 | 8.86
XOR/XNOR | 28 | 28 | 8.11
AND-OR/OR-AND | 24 | 24 | 5.42
adder cells (fa/ha/maj) | 9 | 9 | 3.64
latches | 5 | 5 | 2.48
multiplexers | 4 | 4 | 1.49
other | 2 | 24 | 0.248
-- power breakdown --
| group | switching, mW | internal (mW) |
|---|---|---|
| Clock | 0.193 | 0.235 |
| Combinational | 0.268 | 0.380 |
| Sequential | 0.183 | 0.775 |
| Total | 0.645 | 1.39 |
-- tightest hold or removal path, stage by stage (launching register included) --
cell and delay [ns]:
dfxtp_1 0.36, nand2_1 0.07, a21oi_1 0.05
-- cell type report --
| type | count | area, sq um |
|---|---|---|
| clock buffer | 11 | 138 |
| sequential | 56 | 1490 |
| timing repair buffer | 71 | 703 |
| clock inverter | 1 | 5.00 |
| fill | 469 | 1840 |
| multi-input combinational | 221 | 1360 |
| inverter | 13 | 48.8 |
| tap | 72 | 90.1 |
-- flip-flops by register name, summed over array words and instances (netlist names), 3 cells and up --
name and count:
adrSelect 4, dinSelect 3, chaSelect 4, cycleCounter 32
Power and IR drop assume default switching activity.
